**design/flow/design.v**
```verilog
`timescale 1ns / 1ps
module ui_plus_expr_FU(in1,
  in2,
  out1);
  parameter BITSIZE_in1=1,
    BITSIZE_in2=1,
    BITSIZE_out1=1;
  input [BITSIZE_in1-1:0] in1;
  input [BITSIZE_in2-1:0] in2;
  output [BITSIZE_out1-1:0] out1;
  assign out1 = in1 + in2;
endmodule
`timescale 1ns / 1ps
module datapath_addition(clock,
  reset,
  in_port_Pd5,
  in_port_Pd6,
  return_port);
  input clock;
  input reset;
  input [63:0] in_port_Pd5;
  input [63:0] in_port_Pd6;
  output [63:0] return_port;
  wire [63:0] out_ui_plus_expr_FU_64_64_64_3_i0_fu_addition_424719_424738;
  ui_plus_expr_FU #(.BITSIZE_in1(64),
    .BITSIZE_in2(64),
    .BITSIZE_out1(64)) fu_addition_424719_424738 (.out1(out_ui_plus_expr_FU_64_64_64_3_i0_fu_addition_424719_424738),
    .in1(in_port_Pd6),
    .in2(in_port_Pd5));
  assign return_port = out_ui_plus_expr_FU_64_64_64_3_i0_fu_addition_424719_424738;
endmodule
`timescale 1ns / 1ps
module controller_addition(done_port,
  clock,
  reset,
  start_port);
  input clock;
  input reset;
  input start_port;
  output done_port;
  parameter [0:0] S_0 = 1'b1;
  reg [0:0] _present_state=S_0, _next_state;
  reg done_port;
  always @(posedge clock)
    if (reset == 1'b0) _present_state <= S_0;
    else _present_state <= _next_state;
  always @(*)
  begin
    done_port = 1'b0;
    case (_present_state)
      S_0 :
        if(start_port == 1'b1)
        begin
          _next_state = S_0;
          done_port = 1'b1;
        end
        else
        begin
          _next_state = S_0;
        end
      default :
        begin
          _next_state = S_0;
        end
    endcase
  end
endmodule
`timescale 1ns / 1ps
module _addition(clock,
  reset,
  start_port,
  done_port,
  Pd5,
  Pd6,
  return_port);
  input clock;
  input reset;
  input start_port;
  input [63:0] Pd5;
  input [63:0] Pd6;
  output done_port;
  output [63:0] return_port;
  controller_addition Controller_i (.done_port(done_port),
    .clock(clock),
    .reset(reset),
    .start_port(start_port));
  datapath_addition Datapath_i (.return_port(return_port),
    .clock(clock),
    .reset(reset),
    .in_port_Pd5(Pd5),
    .in_port_Pd6(Pd6));
endmodule
`timescale 1ns / 1ps
module ui_view_convert_expr_FU(in1,
  out1);
  parameter BITSIZE_in1=1,
    BITSIZE_out1=1;
  input [BITSIZE_in1-1:0] in1;
  output [BITSIZE_out1-1:0] out1;
  assign out1 = in1;
endmodule
`timescale 1ns / 1ps
module addition(clock,
  reset,
  start_port,
  Pd5,
  Pd6,
  done_port,
  return_port);
  input clock;
  input reset;
  input start_port;
  input [63:0] Pd5;
  input [63:0] Pd6;
  output done_port;
  output [63:0] return_port;
  wire [63:0] out_return_port_ui_view_convert_expr_FU;
  _addition _addition_i0 (.done_port(done_port),
    .return_port(out_return_port_ui_view_convert_expr_FU),
    .clock(clock),
    .reset(reset),
    .start_port(start_port),
    .Pd5(Pd5),
    .Pd6(Pd6));
  ui_view_convert_expr_FU #(.BITSIZE_in1(64),
    .BITSIZE_out1(64)) return_port_ui_view_convert_expr_FU (.out1(return_port),
    .in1(out_return_port_ui_view_convert_expr_FU));
endmodule
module rotate(input clk, output D1, output D2, output D3, output D4, output D5);   
   reg ready = 0;
   reg [63:0]     divider;
   reg [3:0]      rot;
   wire [63:0]     next;
   wire done;
   addition myaddition(
  .clock (clk),
  .reset (1'b0),
  .start_port (ready),
  .Pd5 (divider),
  .Pd6 (1),
  .done_port (done),
  .return_port (next)
   );
   always @(posedge clk) begin
      if (ready) 
        begin
           if (divider == 10) 
             begin
                divider <= 0;
                rot <= {rot[2:0], rot[3]};
             end
           else 
             divider <= next;
        end
      else 
        begin
           ready <= 1;
           rot <= 4'b0001;
           divider <= 0;
        end
   end
   assign D1 = rot[0];
   assign D2 = rot[1];
   assign D3 = rot[2];
   assign D4 = rot[3];
   assign D5 = 1;
endmodule  
```
**design/flow/run.sh**
```bash
#!/bin/bash
# OpenROAD 26Q1-2900-gdf79404cd8, Yosys 0.63+post, stock flow scripts
make -C /OpenROAD-flow-scripts/flow DESIGN_CONFIG=/design/flow/config.mk WORK_HOME=/design/flow/orfs finish
```
**design/flow/config.mk**
```make
export PLATFORM = sky130hd
export DESIGN_NAME = rotate
export DESIGN_NICKNAME = rotate
export VERILOG_FILES = /design/flow/design.v
export SDC_FILE = /design/flow/constraint.sdc
export NUM_CORES = 4
export LEC_CHECK = 1
export CORE_UTILIZATION = 40
```
**design/flow/constraint.sdc**
```tcl
current_design rotate

set clk_period 7.4
set clk_io_pct 0.2

create_clock -name clk0 -period $clk_period [get_ports {clk}]

set non_clock_inputs [all_inputs -no_clocks]
set_input_delay [expr $clk_period * $clk_io_pct] -clock clk0 $non_clock_inputs
set_output_delay [expr $clk_period * $clk_io_pct] -clock clk0 [all_outputs]
```
==> metrics.yaml <==
outcome:
  status: "completed"
sta:
  rsz0062_at_grt: "false"
  setup_viol_count_final: 0
  fin_crit_sh_pct: 42.64
  maxSlewViolCount: 0
  finalCriticalPeriod_ps: 3155
  tightest_slew_ps: 764.2
  clock.fmax_mhz: 316.9
  final.setup.tns_ps: 0
  relSlewSlack_pct: 48.63
  fin_skew_ps: 8.577
  final_hold_viol_count: 0
route:
  drt_pass1_iterations: 4
  drt.antenna.violating_nets: 0
  wire_per_inst_um: 14.22
  wirelength_mm: 7.080
  drc: 0
  vias_per_cell: 5.538
  via_count: 2758
  antenna_cells: 0
  drt-initial-drc-count: 207
logic_synthesis:
  synth_cells: 389
  ys_seq_elements: 69
  synth_cell_type_count: 41
  ys_cells: 389
  synth_area_um2: 3369
  ys_seq_share_pct: 41.00
  synth_top_cell_by_area: "dfxtp_1"
  synth.area.top_cells: "dfxtp_1 (41%), xor2_1 (6.0%), nor2_1 (5.0%)"
  top_area_share_pct: 41.00
  syn_area_per_cell_um2: 8.662
  yosysWarningCount: 3
  ys_area_um2: 3369
grt:
  grt_pass1_wl_mm: 12.18
  first_global_vias: 2449
  grt_usage_pct: 17.90
  grt-ovfl-total: 0
  antenna_found_initial: 0
  grt_max_degree: 39
die:
  die_h_um: 93.78
  fp.dieW_um: 93.78
  ioPinCount: 6
  core_area_um2: 8175
  die-area_um2: 8795
  floorplan.core_util_pct: 41.22
  num_rows: 33
pwr:
  p_total_mw: 0.6930
  p_per_area_nw_per_um2: 190.3
  p_comb_share_pct: 1.5
  p_sw_mw: 0.1602
  switching_share_pct: 23.12
  vdd_ir_drop_max_uv: 135.2
  power_frac_clock_pct: 44.4
  power.leakage_nw: 1.098
  seqPwrFrac_pct: 54.1
  p_int_mw: 0.5328
place:
  finalWeightedCongestion: 0.8605
  dpl.hpwl_mm: 4.731
  portBuffers: 4
  place_inst: 482
cts:
  cts_tree: "yes"
  ctsHoldBuffers: 0
  clk_pin_slew_worst_paths_ps: 80
  clk_latency_ps: 340
  cts-root-buf: "clkbuf_8"
  clock_tree.htree_level_count: 3
  cts.sinks: 69
  cts-resized-gates: 0
  clockBufferDepth: 2
  numCtsBuffers: 9
  post_cts_buffers: 0
setup_path:
  startpoint_type: "flip-flop"
  crit_slowest_cell: "nor4_2"
  max_stage_delay_ps: 680
  cp_max_fo: 38
  cp.arrival_ps: 3390
  crit_path_end_kind: "flip-flop"
  crit_chain: "inv_1 > ha_1 > nor4b_1 > nand4_1 > nor4_2 > nand2b_2 > buf_4 > o21ba_2"
  critPathKind: "reg2reg"
  required_ps: 7630
cells_and_area:
  fillers: 795
  final_cells: 498
  final_util_pct: 44.54
  drive_gt1_share_pct: 9.669
  syn_to_final_growth_pct: 8.058
hold_path:
  holdCritPathClass: "reg2reg"
run:
  maxCapViolations: 0
  warnings: 26
[cells in the mapped netlist, drive strengths merged]
master  count
and4bb      1
o21ai      12
nand4      27
nor2       45
inv         6
clkbuf      6
nand2      25
mux2i       4
o31ai      17
dfxtp      69
or3        14
and3        2
o31a        1
or4        17
or2         2
a21oi      29
nor3b       1
xor2       23
nand3      24
nand2b      1
ha          2
o21ba       1
buf        13
nor2b       4
and4        5
and2        3
nor3        4
conb        1
nor4       19
xnor2       9
nor4b       2
[routing by layer]
| metal | vias up | GRT usage, % | share of wire, % |
|---|---|---|---|
| li1 | 1431 | - | - |
| met1 | 1261 | 28.63 | 51 |
| met2 | 60 | 26.09 | 44 |
| met3 | 6 | 4.198 | 4.3 |
| met4 | 0 | 1.410 | 0.95 |
| met5 | - | 0 | 0 |
[final timing paths]
| kind | end | slack [ps] | from | cells past startpoint |
|---|---|---|---|---|
| min | rot[0]$_SDFFE_PN1N_ | 450 | ready$_DFF_P_ | 1 |
| max reg2reg | divider[54]$_SDFF_PP0_ | 4240 | divider[0]$_SDFF_PP0_ | 8 |
| min reg2reg | rot[0]$_SDFFE_PN1N_ | 450 | ready$_DFF_P_ | 1 |
| max | divider[54]$_SDFF_PP0_ | 4240 | divider[0]$_SDFF_PP0_ | 8 |
[cells in the final DEF, fill, tap and decap left out, types with 6 or more instances in the layout]
cell type / instances
nand3_1: 23
xor2_1: 23
or3_1: 14
nor4_1: 18
a21oi_1: 25
inv_1: 6
dfxtp_1: 69
nor2_1: 45
or4_1: 13
o21ai_0: 12
o31ai_1: 17
clkbuf_8: 9
xnor2_1: 9
nand4_1: 25
nand2_1: 25
[cells by family after synthesis]
family,Yosys count,synth area share [%]
compound gates,60,10.88
fa+ha+maj,2,0.7425
buf+inv,25,4.196
flops,69,41.00
other cells,1,0.1113
simple gates,196,33.57
mux,4,1.188
xor+xnor,32,8.318
[stage by stage]
stage          area [um2]  hold WS (ps)  setup WS [ps]
6_report             3641         449.0           4245
3_3_place_gp         3443         436.3           4282
5_1_grt              3641         476.3           3991
3_5_place_dp         3443         437.0           4250
4_1_cts              3641         457.2           4228
2_1_floorplan        3373         383.8           5332
[worst max-delay path: cells and delay by family, from the launching register on]
kind | cells | cell delay [ps]
buffers and inverters | 2 | 540
AND-OR/OR-AND | 1 | 220
adder cells (fa/ha/maj) | 1 | 150
AND/OR/NAND/NOR | 4 | 1770
flip-flops | 1 | 350
[layout make-up]
class	instances	area [um2]	share of cell area (%)
Timing Repair Buffer	6	55.05	1.512
Inverter	6	22.52	0.6186
Tap cell	105	131.4	3.608
Clock inverter	7	73.82	2.027
Clock buffer	9	123.9	3.402
Multi-Input combinational cell	296	1853	50.89
Sequential cell	69	1381	37.94
[registers in the layout, indices dropped and copies added (netlist names)]
register  flops
rot           4
divider      64
ready         1
[power by group through the flow]
stage | clock network [mW] | registers [mW] | logic, mW
CTS | 0.317 | 0.375 | 0.0109
global route | 0.334 | 0.375 | 0.0121
finish | 0.308 | 0.375 | 0.0107
Power is estimated from default activity; no workload was simulated.
