==> flow/design.v <==
module top
    (
        input clk,
        output [5:0] led
    );
    reg [23:0] clockCounter = 0;
    localparam WAIT_TIME = 13500000;
    reg [5:0] ledCounter = 0;
    always @(posedge clk) begin
        clockCounter <= clockCounter + 1;
        if (clockCounter == WAIT_TIME) begin
            clockCounter <= 0;
            ledCounter <= ledCounter + 1;
        end
    end
    assign led = ~ledCounter;
endmodule
==> flow/run.sh <==
#!/bin/bash
# OpenROAD 26Q1-2900-gdf79404cd8, Yosys 0.63+post, stock flow scripts
make -C /OpenROAD-flow-scripts/flow DESIGN_CONFIG=/design/flow/config.mk WORK_HOME=/design/flow/orfs finish
==> flow/config.mk <==
export PLATFORM = sky130hd
export DESIGN_NAME = top
export DESIGN_NICKNAME = top
export VERILOG_FILES = /design/flow/design.v
export SDC_FILE = /design/flow/constraint.sdc
export NUM_CORES = 4
export LEC_CHECK = 1
export CORE_AREA = 10 10 96 96
export DIE_AREA = 0 0 106 106
==> flow/constraint.sdc <==
current_design top

set clk_period 4.6
set clk_io_pct 0.2

create_clock -name clk0 -period $clk_period [get_ports {clk}]

set non_clock_inputs [all_inputs -no_clocks]
set_input_delay [expr $clk_period * $clk_io_pct] -clock clk0 $non_clock_inputs
set_output_delay [expr $clk_period * $clk_io_pct] -clock clk0 [all_outputs]
==> qor.txt <==
Status - completed
Yosys top cell area share - 34.4%
Via density - 3.89
Largest net degree at the start of global routing - 20
RSZ-0062 raised after global routing - false
Fill cell count - 796
DP HPWL - 1.71 mm
Postcts setup bufs - 0
Slew headroom - 51.1%
OpenROAD warning count - 26
Total die size - 11200 sq um
Cell area leaders - dfxtp_1, edfxtp_1, xnor2_1, nand3_1, nor2_1
Row cnt - 31
CTS tree - done
Synth async-reset ratio - 0%
Final setup viols - 0
CP arrival - 2.16 ns
Most common reg cell - dfxtp_1
Root Driver - clkbuf_8
Clk pin slew, worst setup/hold paths - 0.06 ns
Synth warnings - 1
Gate Area - 671 sq um
# Cells Yosys - 146
Most area-hungry cell type in the Yosys netlist - dfxtp_1
Crit-path cells - or4b_1, nor4_2, and3_1
Synthesized chip area reported by yosys - 1400 sq um
Post-DP Area - 1550 sq um
DRT iter0 DRCs - 40
Core area - 7210 sq um
Critical path required time - 4.51 ns
Worst slew pin tran - 0.734 ns
DRT Pass-1 Iters - 4
Maximum vdd drop - 0.229 mV
Number of max-cap violations - 0
Count of library flops with an enable pin - 6
Number of gates resized after CTS - 0
Register Area - 661 sq um
CP max stage delay - 0.68 ns
Pwr dens - 293 nW/um^2
Vias - 993
Vias in the first global route - 940
Max FO, Critical Path - 19
Layout cells sized above 1 - 7.05%
Hold buffer count at cts - 0
Hold path startpoint - clockCounter[21]$_SDFF_PN0_
Number of port buffers - 6
Initial antenna violation count - 0
Cell Type Count - 30
Fmax - 445 MHz
DRC - 0
Antenna Nets Post-Route - 0
Registers, synthesis - 30
CTS buffer count - 5
Final Hold Fails - 0
Syn Inst Count - 146
Max clock buf depth - 2
Total GRT Usage - 4.50%
Clock net sink count - 30
Sequential area share after synthesis - 47.3%
CP max stage cell - and3_1
IO Count - 7
Leak - 0.000495 uW
RD Place Congestion - 0.827
Period minus WS final - 2.25 ns
Final Max Slew Viols - 0
GRT Residual Overflow - 0
H-tree levels - 2
Hold/Removal Path Class - reg -> reg
WL per Instance - 9.65 um
CP Buf/Inv Count - 0
Period utilization - 48.8%
Reg-to-Reg Start - clockCounter[22]$_SDFF_PN0_
Avg Cell Area, Syn - 9.56 sq um
First-pass GRT wire length - 4.37 mm
Post-route cell area - 1640 sq um
Clk latency late pin - 0.28 ns
Ant. Diodes - 0
Crit-path leading delay family - simple AND/OR/NAND/NOR gates
Setup crit end kind - flip-flop
Fp_density - 19.4%
Die height - 106 um
CP Launch Point - clockCounter[22]$_SDFF_PN0_
Post-route setup TNS - 0 ns
Area delta synth->final - 17.7%
CP Launch Type - flip-flop
Die span in x - 106 um
Clk_skew - 0.00554 ns
Drt total wl - 2.46 mm
Crit Path Category - reg -> reg
Syn Std Cell Area - 1400 sq um
-- Yosys cell counts (3+ instances only) --
master,number
and3_1,4
dfxtp_1,24
edfxtp_1,6
ha_1,3
inv_1,10
nand2_1,8
nand3_1,13
nand4_1,8
nor2_1,14
nor3_1,7
nor4_1,5
xnor2_1,19
xor2_1,3
-- cell usage in the layout (no fill, tap or decap) --
cell,synthesis,layout
a21oi_1,2,2
and3_1,4,4
and4_1,1,1
clkbuf_1,1,2
clkbuf_8,0,6
clkdlybuf4s50_1,0,6
dfxtp_1,24,24
edfxtp_1,6,6
ha_1,3,3
inv_1,10,10
nand2_1,8,8
nand3_1,13,13
nand3b_1,2,2
nand4_1,8,8
nand4b_1,1,1
nor2_1,14,14
nor2b_1,1,1
nor3_1,7,7
nor4_1,5,5
nor4_2,2,2
o211ai_1,1,1
o21a_1,1,1
o21ai_0,1,1
o311ai_1,1,1
or2_2,1,1
or4_4,2,2
or4b_1,2,2
xnor2_1,19,19
xor2_1,3,3
-- where the power goes --
part           switching (uW)  internal, uW
Combinational               0             0
Clock                    91.8           122
Sequential                  0           267
Total                    91.8           389
-- final timing paths --
kind | end | slack [ns] | cells past startpoint
setup / recovery | ledCounter[3]$_DFFE_PN_ | 2.35 | 3
hold / removal | clockCounter[21]$_SDFF_PN0_ | 0.48 | 1
setup reg to reg | ledCounter[3]$_DFFE_PN_ | 2.35 | 3
hold reg to reg | clockCounter[21]$_SDFF_PN0_ | 0.48 | 1
-- sequential cells by signal (all words and copies together), names as in the netlist --
| name | cells |
|---|---|
| ledCounter | 6 |
| clockCounter | 24 |
-- per-stage QoR --
stage,setup WS (ns),hold WS [ns],std cells,utilization [%],total power [uW]
CTS,2.34,0.486,255,22.8,487
global route,2.22,0.520,255,22.8,506
floorplan,2.74,0.448,146,-,273
finish,2.35,0.481,255,22.8,481
global placement,2.39,0.471,247,21.5,273
detailed placement,2.36,0.471,247,21.5,273
-- worst reg2reg max path, stage by stage, from the launching register on --
cell	delay (ns)
dfxtp_1	0.41
or4b_1	0.51
nor4_2	0.27
and3_1	0.68
-- cell families (layout without fill, tap and decap cells) --
| family | count (synthesis) | after routing | synth area share [%] |
|---|---|---|---|
| simple gates | 71 | 71 | 28.8 |
| fa+ha+maj | 3 | 3 | 2.69 |
| compound gates | 6 | 6 | 2.78 |
| xor+xnor | 22 | 22 | 13.8 |
| buf+inv | 14 | 24 | 4.66 |
| flops | 30 | 30 | 47.3 |
-- layer usage --
layer / track usage, % / wire length, um / share of wire, %
met1: 6.44 / 1290 / 52
met2: 6.63 / 1080 / 44
met3: 1.22 / 55 / 2.2
met4: 1.06 / 41 / 1.7
met5: 0 / 0 / 0
-- final cells by class --
cell class | instances | area share (%)
multi-input combinational | 102 | 40.8
sequential | 30 | 40.2
tap | 99 | 7.54
clock buffer | 8 | 5.48
timing repair buffer | 6 | 3.66
inverter | 10 | 2.28
No activity file was given, so power comes from the tool's default toggle rates.
